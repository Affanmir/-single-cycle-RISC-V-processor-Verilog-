`flow/config.mk`:
```
export PLATFORM = sky130hd
export DESIGN_NAME = IMD
export DESIGN_NICKNAME = IMD
export VERILOG_FILES = /design/flow/design.v
export SDC_FILE = /design/flow/constraint.sdc
export NUM_CORES = 4
export LEC_CHECK = 1
export CORE_AREA = 10 10 70 70
export DIE_AREA = 0 0 80 80
```
`flow/constraint.sdc`:
```
current_design IMD

set clk_period 2.2
set clk_io_pct 0.2

create_clock -name clk0 -period $clk_period

set non_clock_inputs [all_inputs -no_clocks]
set_input_delay [expr $clk_period * $clk_io_pct] -clock clk0 $non_clock_inputs
set_output_delay [expr $clk_period * $clk_io_pct] -clock clk0 [all_outputs]
```
`flow/design.v`:
```
module IMD(
    input [31:0] instruction,
	output reg [63:0] imm_data
);
wire [6:0] opcode;
assign opcode = instruction[6:0];
always @(*)
begin
    case (opcode)
        7'b0000011: imm_data =  {{52{instruction[31]}}, instruction [31:20]}; 
        7'b0100011: imm_data = {{52{instruction[31]}}, instruction[31:25], instruction [11:7]}; 
        7'b1100011: imm_data= {{52{instruction[31]}}, instruction [31] , instruction [7], instruction [30:25], instruction [11:8]};
		7'b0010011: imm_data = {{52{instruction[31]}}, instruction[31:20] };
        default : imm_data = 64'd0;
    endcase
end
endmodule
```
`flow/run.sh`:
```
#!/bin/bash
# OpenROAD 26Q1-2900-gdf79404cd8, Yosys 0.63+post, stock flow scripts
make -C /OpenROAD-flow-scripts/flow DESIGN_CONFIG=/design/flow/config.mk WORK_HOME=/design/flow/orfs finish
```
==> reports/results.ini <==
[die]
pin_count=96
dieArea_mm2=0.00640
core_area_mm2=0.00342
row_count=21
die_w_um=80
die_h_um=80
fp_util_pct=19.5

[setup_path]
arrival_ns=1.99
startpoint=instruction[2]
critPathBufInv=3
required_ns=1.76
cp-end-kind=primary output
criticalPathCategory=in2out
path_cells=buf_6 > nand4bb_4 > or3b_4 > buf_4 > o2bb2ai_1 > clkdlybuf4s50_1
crit_path_start_kind=input port
crit_family=buffers and inverters
crit_fanout=5
cpPeakStageDelay_ns=0.50
cpMaxStageDelayCell=clkdlybuf4s50_1

[synth]
synth.distinct_cells=15
ys_cells=92
avgSynthCellArea_um2=7.22
aoi_share_pct=17.3
area_leaders=buf_4 59%, mux2i_1 7.5%, nand3b_1 6.8%
synth_cells=92
yosysSeqAreaShare_pct=0
mux_share_pct=7.53
syn_area_um2=664
yosys.area.top_type_share_pct=58.8
yosys_warnings=1
simple_gate_share_pct=13.6
yosysTopAreaCell=buf_4
ys_chip_area_um2=664
yosys.area_share.xor_xnor_pct=0
ys_sh_adder_pct=0
synth.logic.top_family=buffers and inverters

[final_layout]
layout_top_cell=buf_6
drive_gt1_share_pct=57.4
nFillCells=329
mi_logic_area_um2=315
syn_to_final_growth_pct=132
ff_count=0
flop_area_um2=0
final_cell_mix=33 x buf_6, 31 x clkbuf_2, 20 x clkdlybuf4s50_1
clockBufferCount=0

[sta]
tns_ns=-5.32
setup_viol=50
slew_headroom_pct=82.7
maxSlewViolCount=0
rsz0062_at_grt=yes
tightest_slew_ns=0.259
finalCritPeriodShare_pct=110
fin_crit_ns=2.43
timing.final.hold_violations=0
hold_ws_ns=1.37
fmax_mhz=412
setup_ws_ns=-0.228

[worst_hold_path]
min_from=instruction[3]
hold_class=in2out

[global_route]
grt_pass1_wl_um=4080
antenna_found_initial=0
grt_max_degree=22
gr-total-overflow=0
grt_use_total_pct=7.78
grt_pass1_vias=827

[routing]
wire_per_inst_um=16.0
drtIter0Drc=15
ant_nets=0
antennaDiodeCount=0
drcViolationCount=0
viasPerCell=4.10
num_vias=824
wirelength_um=3210
drtPass1Iterations=4

[pwr]
switching_share_pct=32.9
switchingPower_mw=0.0403
p_int_mw=0.0822
seq_power_share_pct=0
power_density_mw_per_mm2=79.6
p_leak_nw=0.892
p_comb_share_pct=100.0
ir_drop_uv=46.0
clock_power_share_pct=0

[placement]
gp_congestion=0.812
pre_cts_slack_ns=-0.631
portBuffers=88
post-dp-hpwl_um=2180

[run]
cap_violations=0
log.warning_count=43

[status]
violations=setup timing
status=finished, violations left

-- cell type report --
type	count	area share [%]
timing repair buffer	119	75.8
tap	46	3.74
multi-input combinational	36	20.5
-- final timing paths --
check | endpoint | slack, ns | depth (start not counted)
hold / removal | imm_data[5] | 1.37 | 5
setup / recovery | imm_data[3] | -0.23 | 6
-- per-stage QoR --
step | area (um2) | total power, mW | util, % | cells
6_report | 1540 | 0.122 | 45.1 | 201
3_3_place_gp | 1280 | 0.106 | 37.5 | 179
2_1_floorplan | 672 | 0.0383 | - | 92
4_1_cts | 1480 | 0.117 | 43.2 | 190
3_5_place_dp | 1280 | 0.107 | 37.5 | 179
5_1_grt | 1540 | 0.131 | 45.1 | 201
-- power by group through the flow --
stage | Clock, mW | Sequential, mW | Combinational [mW]
after CTS | 0 | 0 | 0.117
after global routing | 0 | 0 | 0.131
final | 0 | 0 | 0.122
-- layer usage --
layer / routed length [um] / vias up / part of all wire [%] / GRT usage, %
met2: 1360 / 82 / 42 / 13.5
li1: - / 386 / - / -
met4: 0 / 0 / 0 / 0.528
met1: 1310 / 356 / 41 / 7.38
met5: 0 / - / 0 / 0
met3: 539 / 0 / 17 / 6.14
-- synth_stat cells --
cell,n
or3b_1,1
nor3_1,1
buf_2,3
and2_0,1
o21ai_0,6
o2bb2ai_1,5
a21oi_1,6
nand4bb_1,1
mux2i_1,5
nand2b_1,1
a21boi_2,1
nand3b_1,6
buf_4,52
nor2_1,2
clkbuf_1,1
-- what timing repair did --
item                                    in CTS  in global routing
hold buffers                                 0                  0
cloned                                       3                  4
setup buffers                                8                 12
pin swaps                                    7                  6
endpoints found under the setup margin      64                 61
resized                                     90                107
-- cells by family (layout without fill, tap and decap cells) --
group,after synthesis,after routing
muxes,5,5
AOI/OAI and AO/OA,18,18
buffers and inverters,56,119
and+or+nand+nor,13,13
Power is estimated from default activity; no workload was simulated.
