==> ./design.v <==
module Adder
( input [63:0] a, b,
output reg [63:0] out
);
always@(*)
begin
  out = a + b;
end
endmodule
==> ./run.sh <==
#!/bin/bash
# OpenROAD 26Q1-2900-gdf79404cd8, Yosys 0.63+post, stock flow scripts
make -C /OpenROAD-flow-scripts/flow DESIGN_CONFIG=/design/flow/config.mk WORK_HOME=/design/flow/orfs finish
==> ./config.mk <==
export PLATFORM = sky130hd
export DESIGN_NAME = Adder
export DESIGN_NICKNAME = Adder
export VERILOG_FILES = /design/flow/design.v
export SDC_FILE = /design/flow/constraint.sdc
export NUM_CORES = 4
export LEC_CHECK = 1
export CORE_UTILIZATION = 30
==> ./constraint.sdc <==
current_design Adder

set clk_period 27.6
set clk_io_pct 0.2

create_clock -name clk0 -period $clk_period

set non_clock_inputs [all_inputs -no_clocks]
set_input_delay [expr $clk_period * $clk_io_pct] -clock clk0 $non_clock_inputs
set_output_delay [expr $clk_period * $clk_io_pct] -clock clk0 [all_outputs]
==> notes.md <==
Item: results of the latest flow run.

- The run finished with clean final reports.
- The area of the core region is 12210 µm².
- The register share after synthesis is 0.
- The stage-log warning count is 32.
- In the synthesis report, Yosys lists the chip area as 3816 µm².
- For this configuration, the core starts out at a cell density of 0.3125.
- The required time at the worst endpoint is listed as 22.08 ns.
- The worst min-delay path endpoint is out[0].
- The slowest stage cell on the critical path is sky130_fd_sc_hd__clkdlybuf4s50_1.
- The slew at the pin with the worst max-slew slack is 0.6035 ns.
- The DRC marker count from the first detailed-route iteration is 305.
- The final weighted congestion in routability-driven placement is 0.9527.
- The arrival time at the worst endpoint is 8.97 ns.
- The buffer count from post-CTS setup fixing is 0.
- The number of global-route vias before repair came to 4369.
- The routed design has 13550 µm of wire.
- The mapped netlist covers 3816 µm².
- The number of resized instances in the post-cts repair step is 0.
- The dominant cell type by area after synthesis is sky130_fd_sc_hd__ha_1.
- The type of the setup path with the least slack is in2out.
- The largest delay contributor family on the critical path is AND-OR/OR-AND gates.
- The final timing summary puts the cycle share of the worst path at 0.5251.
- The first-pass GRT wire length is 21290 µm.
- The worst path needs 14.49 ns of the cycle, external delays included.
- STA lists the maximum fanout along the critical path as 3.
- The antenna cell count is 0.
- Along the critical path, the tally of buffer and inverter instances is 2.
- Of the post-synthesis cell area, the dominant cell type holds 0.2066.
- The number of detailed-route iterations in the first pass is 4.
- The power report puts the leakage power at 2.423 nW.
- The initialized floorplan defines 40 standard-cell rows.
- The max-slew check reports its worst relative slack as 0.5934.
- Entering global routing, the biggest net connects 12 pins.
- The count of fill cells added during filler insertion is 1243.
- Clock buffers in the final layout number 0.
- The average wire per cell in the routed design is 15.16 µm.
- Looking at the VDD voltage map, the peak drop is 0.01230 mV.
- STA classifies the critical path endpoint as an output port.
- The worst hold path was traced through 3 stages.
- The total of endpoints with negative setup slack in the final report is 0.
- The synthesized netlist was found by Yosys to have 555 cells.
- Per STA, the highest per-stage delay on the worst path measures 0.50 ns.
- In the placement report, post-DP HPWL is listed as 11920 µm.
- The number of unique standard cell types used by synthesis is 65.
- The horizontal die dimension reported for this design is 114.8 µm.
- The count of nets left with antenna violations once routing finished came out at 0.
- The source of the worst hold timing path is b[0].
- The number of antenna violations at the first check in global routing is 0.
- The type of element launching the critical path is an input port.
- The number of max-slew violations in the final report is 0.
- The synthesis report lists the most area-consuming cells as sky130_fd_sc_hd__ha_1 21%, sky130_fd_sc_hd__a21oi_1 9.8%, sky130_fd_sc_hd__xnor2_1 8.5%.
- The boundary pin count is 192.
- For reference, the final report shows the hold violation count at 0.
- The area growth from synthesis to layout is 53.05%.
- The script computed a power per unit cell area of 26.33 nW/µm².
- The flop count is 0.
- The global route stage reports its total congestion overflow as 0.
- The synthesized area divided by synthesized cell count is 6.876 µm².
- For reference, the critical path is launched at a[0].
- The warning tally printed by Yosys for this design is 1.
- In the routed layout, each cell is associated on average with a via count of 5.217.
- The area taken by sequential standard cells is reported as 0 µm².
- The height of the chip is 114.8 µm.
- According to the floorplan report, the total die area is 13180 µm².
- Hold repair after CTS inserted 0 buffers.
- The remaining design rule violation count is 0.
- Of the cells placed in the final design, the portion with a size suffix greater than 1 is 0.03306.
- The overall track demand over capacity in global routing is 0.2009.
- Synthesis produced a netlist whose cell count is 555.
- The path type of the worst min-delay path is in2out.
- The via count is 4664.
- The number of input and output port buffers inserted is 192.
- At the end of the flow the core is filled with cells to 0.4783.
- The timing-limited maximum frequency is 69.00 MHz.
- The report counts max-capacitance violations totalling 0.
- The aggregate negative setup slack is 0 ns.
- Setup repair after global routing left no endpoint under its margin.
- In this run the critical path is formed by clkdlybuf4s50_1, ha_1, fa_1, a21oi_2, nor2_1, nor4_4, or2_1, o21ai_1, a41oi_1, o21ai_1, a21oi_1, xnor2_1, clkdlybuf4s50_1.
==> worst max-delay path by stage <==
stage | endpoint | slack (ns) | cells after the start
after CTS | out[44] | 13.11 | 13
after global routing | out[44] | 12.92 | 13
final | out[38] | 13.11 | 13
==> worst min-delay path, cell delays in order <==
cell and delay (ns):
sky130_fd_sc_hd__clkdlybuf4s50_1 0.46, sky130_fd_sc_hd__ha_1 0.12, sky130_fd_sc_hd__clkdlybuf4s50_1 0.45
==> per-layer routing <==
metal,routed length [µm],GRT usage,vias up
met5,0,0,-
met4,101,0.01212,0
met3,587,0.009651,6
met2,5931,0.3160,124
met1,6934,0.3164,2116
li1,-,-,2418
==> per-stage QoR <==
| stage | instances | hold WS, ns | total power, W | area (µm²) | setup WS (ns) |
|---|---|---|---|---|---|
| finish | 894 | 12.07 | 0.0001538 | 5841 | 13.11 |
| global route | 894 | 12.09 | 0.0001677 | 5841 | 12.92 |
| CTS | 894 | 12.07 | 0.0001541 | 5841 | 13.11 |
| detailed placement | 894 | 12.07 | 0.0001526 | 5841 | 13.13 |
| global placement | 894 | 12.07 | 0.0001536 | 5841 | 13.18 |
| floorplan | 555 | 11.11 | 0.00007480 | 3816 | 14.40 |
==> Yosys cell counts (14+ instances only) <==
master and number:
sky130_fd_sc_hd__nand3_1 18, sky130_fd_sc_hd__a21oi_1 75, sky130_fd_sc_hd__nor2_1 39, sky130_fd_sc_hd__a21o_1 35
sky130_fd_sc_hd__o21ai_0 23, sky130_fd_sc_hd__ha_1 63, sky130_fd_sc_hd__nand4_1 17, sky130_fd_sc_hd__xor2_1 23
sky130_fd_sc_hd__nand2_1 52, sky130_fd_sc_hd__inv_1 14, sky130_fd_sc_hd__o21ai_1 15, sky130_fd_sc_hd__xnor2_1 37
==> cell type report <==
| type | instances | area (µm²) | share of cell area |
|---|---|---|---|
| Timing Repair Buffer | 192 | 1922 | 0.3290 |
| Tap cell | 168 | 210.2 | 0.03599 |
| Inverter | 14 | 52.55 | 0.008997 |
| Multi-Input combinational cell | 520 | 3656 | 0.6260 |
==> layout by cell type (no fill, tap or decap), types with 4 or more instances in the layout <==
master,netlist,final
sky130_fd_sc_hd__nand3b_1,4,4
sky130_fd_sc_hd__xnor2_1,37,37
sky130_fd_sc_hd__nor2_1,39,39
sky130_fd_sc_hd__o21ai_0,23,23
sky130_fd_sc_hd__a21oi_2,4,4
sky130_fd_sc_hd__nand2_1,52,52
sky130_fd_sc_hd__o21ai_1,15,15
sky130_fd_sc_hd__a31oi_1,6,6
sky130_fd_sc_hd__nand4_1,17,17
sky130_fd_sc_hd__a21o_1,35,35
sky130_fd_sc_hd__nand2b_1,5,5
sky130_fd_sc_hd__and3_1,6,6
sky130_fd_sc_hd__o21ai_2,4,4
sky130_fd_sc_hd__xor2_1,23,23
sky130_fd_sc_hd__o211ai_1,4,4
sky130_fd_sc_hd__nor2b_1,6,6
sky130_fd_sc_hd__a21oi_1,75,75
sky130_fd_sc_hd__nor3_1,9,9
sky130_fd_sc_hd__nand3_1,18,18
sky130_fd_sc_hd__inv_1,14,14
sky130_fd_sc_hd__ha_1,63,63
sky130_fd_sc_hd__o21a_1,7,7
sky130_fd_sc_hd__o21bai_1,13,13
sky130_fd_sc_hd__clkdlybuf4s50_1,0,192
==> cells by family after synthesis <==
group | Yosys count | share of synthesized area
adder cells (fa/ha/maj) | 64 | 0.2118
buffers and inverters | 35 | 0.04196
AND/OR/NAND/NOR | 179 | 0.2361
XOR/XNOR | 60 | 0.1377
AND-OR/OR-AND | 217 | 0.3725
==> power by group <==
| group | internal, W | leakage [nW] | switching (W) |
|---|---|---|---|
| clock | 0 | 0 | 0 |
| combinational | 0.0000880 | 2.42 | 0.0000658 |
| sequential | 0 | 0 | 0 |
Power is estimated from default activity; no workload was simulated.
